$ cat flow/run.sh
#!/bin/bash
# OpenROAD 26Q1-2900-gdf79404cd8, Yosys 0.63+post, stock flow scripts
make -C /OpenROAD-flow-scripts/flow DESIGN_CONFIG=/design/flow/config.mk WORK_HOME=/design/flow/orfs finish
$ cat flow/config.mk
export PLATFORM = sky130hd
export DESIGN_NAME = clock_divider
export DESIGN_NICKNAME = clock_divider
export VERILOG_FILES = /design/flow/design.v
export SDC_FILE = /design/flow/constraint.sdc
export NUM_CORES = 4
export LEC_CHECK = 1
export CORE_UTILIZATION = 50
$ cat flow/constraint.sdc
current_design clock_divider

set clk_period 10.5
set clk_io_pct 0.2

create_clock -name clk0 -period $clk_period [get_ports {clkIn}]

set non_clock_inputs [all_inputs -no_clocks]
set_input_delay [expr $clk_period * $clk_io_pct] -clock clk0 $non_clock_inputs
set_output_delay [expr $clk_period * $clk_io_pct] -clock clk0 [all_outputs]
$ cat flow/design.v
module clock_divider(clkIn,clkOut,countToValue);
	input [31:0] countToValue; 
	input clkIn;
	reg [31:0] count;  
	output reg clkOut=0;  
	always@(posedge clkIn) begin
		if (count<(countToValue-1)) begin  
			count=count+1;
		end
		else if (count>=(countToValue-1))begin  
			clkOut=!clkOut;
			count=0;
		end
		else  
			count=0;
	end
endmodule
==> notes.md <==
Results of an implementation run.

The longest incremental delay of any stage on the critical path is reported as just under 0.6 ns. Clock tree synthesis found a total of 33 sinks. The switching fraction of total power is 0.234. The total via count after detailed routing is about 2.3k. Between clock sinks in the finished design, the worst skew comes to 0.00670 ns. Of the total power, combinational logic draws 0.135. The footprint of the flip-flops and latches is around 670 µm². The number of standard cells after synthesis is 326. The relative contribution of sequential cells to total power is 0.484. The leakage component of the power was reported as 1.17 nW. The total power per unit cell area is 82.1 nW/µm². In the final layout, the fill cell count is about 480. The detail route stage leaves a number of antenna-violating nets equal to 0.

The depth of the worst register-to-register path is 6. The number of register bits inferred by synthesis is 33. The time the worst path needs with I/O delays and setup is approximately 6.3 ns. The cell sitting at the root of the clock tree is a clkbuf_8. The OpenROAD warning count is 26. The launch instance of the worst register-to-register path is count[21]$_SDFF_PP0_. The number of H-tree branching levels is 2. The core region is 5140 µm². Of all flip-flops after synthesis, the portion carrying an async set or reset was 0. Per the CTS log, the buffer count on the longest clock path is 2. The data required time of the worst path is 10.51 ns.

Summed over all layers, the routed wires come to between 5000 and 6000 µm. The worst hold path terminates at count[0]$_SDFF_PP0_. The combined area of the multi-input logic cells is 1930 µm². Setup repair after global routing left no endpoint under its margin. The type of the most critical hold path is reg2reg. The count of unresolved DRC violations after routing is 0. The number of enable flip-flop cells is 1. The via count of the first global-routing pass is 2115. Looking at the max-slew report, the worst-margin pin has a slew of 0.516 ns. Entering global routing, the biggest net connects 26 pins. The internal reg-to-reg setup slack is roughly 7.8 ns.

The worst setup path is captured at a flip-flop. TritonRoute output was used to compute an average wire per cell of ~14 µm. For this run, the share of the core covered by cells in the final layout is 0.614.

The number of antenna violations at the first check in global routing is 0. The most used flip-flop cell after synthesis is dfxtp_1. The final number of setup-violating endpoints is 0.

The largest vdd supply drop is 0.0000571 V. The endpoint of the worst-slack reg-to-reg timing path is clkOut$_DFFE_PP_. The number of distinct library cells after synthesis is 37. The final worst slack is between 4 and 5 ns. The most common logic cells in the final layout are nor3_1 (53), xnor2_1 (42), ha_1 (33), clkdlybuf4s50_1 (33), dfxtp_1 (32). The insertion delay to the later sink of the worst-skew pair is 0.28 ns.

Hold is met by just under 0.5 ns. RePlAce ended its routability-driven mode at a weighted congestion of roughly 0.86. For the worst min-delay path, the startpoint reported by OpenROAD is count[0]$_SDFF_PP0_.

The instance area at placement is 3070 µm². The number of warnings reported in the yosys synthesis log is 1. The DRC violation total after the first TritonRoute iteration is 94. The cell area after synthesis is 2670 µm². In this run, CTS created clock tree buffers numbering 5. Overall routing resource usage recorded by global route was 0.236. The total design power is approximately 260 µW.

The quantity of hold-fixing buffers added after cts is 0. The first global-routing pass estimated 10000 µm of wire. Once detailed placement completed, the half-perimeter wirelength came to between 4000 and 5000 µm. The post-place setup slack is 3.94 ns. By instance count after routing, the leading logic cell type is nor3_1.

The number of top-level pins is 34. The first-pass iteration count of the detailed router is 4. Per the Yosys statistics, synthesis produced 326 cells. The sequential element share of the synthesized area is 0.251. The post-cts gate resize count is 0.

The number of I/O port buffers is 33. Data on the critical path arrives at its endpoint at 6.26 ns. The area reported by Yosys stat is 2670 µm². After routing, the total negative slack on setup checks comes to 0 ns. Max fanout on the critical path was recorded as 25. Once layout is complete, the cells apart from fillers number 426. The clock tree from TritonCTS is done. The run finished with clean final reports. The number of hold-slack violations in the final timing report is 0. The script reports the combined buffer and inverter count of the critical path as 2. The share of total power dissipated in the clock network is 0.381.

Row generation in the floorplan step produced 26 rows. The maximum clock rate is 160 MHz. The height of the chip is approximately 75 µm.

Summed over all nets, the switching power comes to 60.7 µW. The area added between synthesis and finish is 18.2%. The mean post-synth cell area is 8.19 µm².

The number of antenna cells inserted is 0. The finished layout cell area is 3160 µm². STA classifies the critical path startpoint as a primary input. Max-cap violations in this run came to 0.

Internal power comes to 199 µW. According to the floorplan report, the die width is 75.1 µm. The number of cells traversed by the worst hold path is 1.

The cell count after placement is 418. Dividing the detail-routed via count by the number of cells gives around 5.5. Post-CTS timing repair inserted 0 buffers for setup. Per STA, the worst path accumulates the most delay in the family simple AND/OR/NAND/NOR gates. After floorplanning, the die was sized to cover about 5600 µm². Per STA, the worst path is made up of clkdlybuf4s50_1 > or4_4 > nand4b_4 > or2_1 > or4b_4 > xor2_1 > ha_1 > nand4_1 > or4_1 > o31ai_4 > buf_4 > or2_2. The critical path class is in2reg.

The clock transition at the register clock pins on the worst setup and hold paths after CTS is 0.07 ns. The remaining max-slew budget at the tightest pin is 0.647. Per the final report, max-transition violations number 0. The ratio of cells with drive above 1 in the final layout is 0.0421. The core utilization at floorplan is 0.520. After global routing the overflow that remains totals 0. The worst-path cell with the longest stage delay is or4_1.

Post-route period utilization is reported as 0.596.
==> final cells by class <==
class / instances / area share
inverter: 9 / 0.0107
sequential: 33 / 0.212
multi-input combinational: 271 / 0.611
tap: 70 / 0.0277
clock buffer: 8 / 0.0285
timing repair buffer: 35 / 0.109
==> Yosys cell counts, types with 9 or more instances <==
| cell | instances | area [µm²] |
|---|---|---|
| nor3_1 | 53 | 265 |
| xnor2_1 | 42 | 368 |
| nor2_1 | 22 | 82.6 |
| a21oi_1 | 11 | 55.1 |
| ha_1 | 33 | 413 |
| nand3_1 | 12 | 60.1 |
| clkbuf_1 | 11 | 41.3 |
| dfxtp_1 | 32 | 641 |
| xor2_1 | 18 | 158 |
| nand4_1 | 13 | 81.3 |
| nand2_1 | 19 | 71.3 |
| inv_1 | 9 | 33.8 |
==> power by group through the flow <==
stage | registers (mW) | clock network, mW | logic (mW)
6_report | 0.126 | 0.0987 | 0.0350
5_1_grt | 0.126 | 0.107 | 0.0389
4_1_cts | 0.126 | 0.102 | 0.0351
==> cell families (layout without fill, tap and decap cells) <==
kind of cell,count (synthesis),after routing,share of synthesized area
xor gates and xnor gates,60,60,0.197
and+or+nand+nor,153,153,0.308
AOI/OAI and AO/OA,25,25,0.0562
adders and majority gates,33,33,0.155
buffers and inverters,22,52,0.0337
DFF,33,33,0.251
==> worst max path at each step <==
stage / from / endpoint / slack (ns) / depth (start not counted)
after CTS: countToValue[11] / clkOut$_DFFE_PP_ / 4.25 / 12
after global routing: countToValue[11] / clkOut$_DFFE_PP_ / 4.03 / 12
final: countToValue[11] / clkOut$_DFFE_PP_ / 4.25 / 12
==> sequential cells by signal, indices dropped and copies added (netlist names) <==
name    count
clkOut      1
count      32
==> layer usage <==
layer | up-vias | part of all wire | global-route usage
met5 | - | 0 | 0
met4 | 0 | 0.0089 | 0.0189
met3 | 5 | 0.036 | 0.0299
met2 | 35 | 0.43 | 0.357
met1 | 1066 | 0.52 | 0.380
li1 | 1237 | - | -
Power figures rest on the tool's default switching activity, not on a simulated workload.
