### /design/flow/config.mk
export PLATFORM = sky130hd
export DESIGN_NAME = address_designator
export DESIGN_NICKNAME = address_designator
export VERILOG_FILES = /design/flow/design.v
export SDC_FILE = /design/flow/constraint.sdc
export NUM_CORES = 4
export LEC_CHECK = 1
export CORE_AREA = 10 10 112 112
export DIE_AREA = 0 0 122 122
### /design/flow/constraint.sdc
current_design address_designator

set clk_period 6.5
set clk_io_pct 0.2

create_clock -name clk0 -period $clk_period [get_ports {clk}]

set non_clock_inputs [all_inputs -no_clocks]
set_input_delay [expr $clk_period * $clk_io_pct] -clock clk0 $non_clock_inputs
set_output_delay [expr $clk_period * $clk_io_pct] -clock clk0 [all_outputs]
### /design/flow/design.v
module address_designator(clk,address_direction,changing_address,reading_address);
	input clk;
	input address_direction;
	input changing_address;
	output reg[22:0] reading_address;
	reg [22:0] next;
	always @(*) begin   
		if(!changing_address)  
		begin
			next = reading_address;
		end
		else begin 
			if(address_direction) begin  
				if(reading_address <= 23'h7FFFF) begin  
				next = reading_address +1;
				end
				else next = 0;
			end
			else begin
				if(reading_address > 0) begin  
				next = reading_address -1;
				end
				else next = 23'h7FFFF;
			end
		end
	end
	always@(posedge clk) begin  
		reading_address <= next;
	end
endmodule 
### /design/flow/run.sh
#!/bin/bash
# OpenROAD 26Q1-2900-gdf79404cd8, Yosys 0.63+post, stock flow scripts
make -C /OpenROAD-flow-scripts/flow DESIGN_CONFIG=/design/flow/config.mk WORK_HOME=/design/flow/orfs finish
==> out/metrics.cfg <==
[status]
status=finished, final reports clean

[timing]
setup_tns_ns=0
fin_crit_sh_pct=53.7
slew_headroom_pct=43.6
hold_viol=0
skew_ns=0.00218
final_max_slew_viol_count=0
finalSetupViolCount=0
setup_slack_ns=3.01
fmax_ghz=0.287
period_needed_ns=3.49
worstMarginPinSlew_ns=0.838
rsz0062_at_grt=false

[detailed_routing]
drc=0
dr.pass1.iters=4
routed_wl_um=5980
routedWlPerCell_um=16.1
drt_iter0_markers=113
viasPerCell=5.12
n_antenna_cell=0
num_vias=1899
ant_nets=0

[synthesis]
area_leaders=edfxtp_1, nand4_1, nand3_1, xnor2_1, nor2_1
ys_top_cells_by_count=edfxtp_1, nand3_1, nor2_1, nand4_1
ys_seq_share_pct=35.1
synthCells=222
syn_area_mm2=0.00197
top_area_cell=edfxtp_1
ys_area_mm2=0.00197
flop_cell=edfxtp_1
ys_ff=23
syn_area_per_cell_um2=8.85
yosys_cells=222
yosys_warnings=1
top_cell_area_share_pct=35.1
async_reset_ff_share_pct=0
synth-edff-count=23
most_common_cell=edfxtp_1
synth_cell_types=52

[global_route]
grt_pass1_vias=1699
overflow=0
grtUsageTotal_pct=7.85
grt_max_degree=24
grt_pass1_wl_um=9440
antenna_found_initial=0

[power_and_ir_drop]
power_frac_clock_pct=24.6
swShare_pct=29.3
p_leak_nw=0.656
p_int_mw=0.260
p_switching_mw=0.108
combPwrFrac_pct=20.6
seq_power_share_pct=54.9
ir_drop_uv=70.4
p_per_area_mw_per_mm2=158

[die]
chipArea_mm2=0.0149
core_area_mm2=0.0102
initial_core_util_pct=19.2
die_h_um=122
die_w_um=122
top_level_ports=26
rows=37

[clock_network]
path_clk_slew_ns=0.08
numCtsBuffers=3
cts_setup_buffers=0
clock_latency_ns=0.26
cts_sinks=23
tritoncts=yes
clock_path_buffers=2
cts_resized=0
cts-htree-levels=1
root_buffer=clkbuf_8
ctsHoldBuffers=0

[layout]
reg_top3=reading_address x23
largest_register_ffs=23
drive_gt1_share_pct=8.94
areaGrowthSynthToFinish_pct=18.8
regMostFlops=reading_address

[setup_path]
r2r_slack_ns=3.63
cp.arrival_ns=3.49
critical_path_required_ns=6.50
path_max_fanout=21
start_kind=input port
critPathKind=in2reg
r2r-start=reading_address[3]
rr_worst_depth=5
critPathCaptureType=flop
rr_endpoint=reading_address[16]

[place]
pre_cts_slack_ns=2.81
gp_congestion=0.859
hpwl_um=4230
port_buffers=25

[run]
warning_count=27
max_cap_viol_count=0

[hold_path]
min_to=reading_address[22]
hold_class=reg2reg
holdCritStartpoint=reading_address[22]
whs_path_depth=2

## power by group through the flow
| stage | clock network (mW) | registers [mW] | logic [mW] |
|---|---|---|---|
| CTS | 0.0964 | 0.202 | 0.0763 |
| global route | 0.0996 | 0.205 | 0.0839 |
| finish | 0.0903 | 0.202 | 0.0756 |
## per-stage QoR
step	total power, mW	utilization [%]	hold slack (ns)	std cells	area, um2
3_5_place_dp	0.281	22.4	0.652	367	2290
4_1_cts	0.374	22.8	0.681	371	2330
5_1_grt	0.389	22.8	0.708	371	2330
2_1_floorplan	0.243	-	0.586	222	1970
6_report	0.368	22.8	0.670	371	2330
3_3_place_gp	0.280	22.4	0.664	367	2290
## cell type report
cell class                 count  area, um2
clock buffer                   4       45.0
sequential                    23        691
tap                          136        170
inverter                       5       18.8
timing repair buffer          27        265
multi-input combinational    176       1140
fill                        1082       7900
## cells by family after synthesis
logic type / synth area share [%]
simple gates: 32.5
compound gates: 17.6
buf+inv: 6.62
flops: 35.1
xor+xnor: 6.24
fa+ha+maj: 1.91
## worst max-delay path by stage
| stage | startpoint | to | slack, ns | depth (start not counted) |
|---|---|---|---|---|
| after CTS | address_direction | reading_address[5] | 3.09 | 6 |
| final | address_direction | reading_address[5] | 3.01 | 6 |
| after global routing | address_direction | reading_address[5] | 2.82 | 6 |
## placed cells by master, fill, tap and decap left out, drive strengths merged, types with 2 or more instances in the layout
cell type,n
clkdlybuf4s50,25
nand3,17
buf,2
or4,7
o21ai,5
a21oi,12
nor3b,6
nor3,9
inv,5
nand4,16
o22ai,2
nor4,10
edfxtp,23
and3,5
o31ai,4
xor2,5
or2,2
xnor2,9
o211ai,8
nor2,17
o221ai,2
o31a,2
or3,5
a31oi,2
nand2,12
ha,3
and4,3
clkbuf,4
## critical path, stage by stage
cell and delay, ns:
clkdlybuf4s50_1 0.84, inv_1 0.63, nand4_1 0.19, o32ai_1 0.30
xnor2_1 0.15, o21ai_0 0.08
## layer usage
metal | share of wire, % | vias up | GRT usage, %
li1 | - | 904 | -
met1 | 46 | 897 | 11.9
met2 | 45 | 92 | 11.6
met3 | 8.9 | 6 | 1.69
met4 | 0.99 | 0 | 0.894
met5 | 0 | - | 0
Power is estimated from default activity; no workload was simulated.
